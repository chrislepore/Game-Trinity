==> flow/design.v <==
module Game_trinity (SW, B1, B2, CLK, LED, HEX0, HEX1, HEX2, HEX3, HEX4, HEX5);
input [9:0] SW;
input B1, CLK, B2; 
output [0:6] HEX0, HEX1, HEX2, HEX3, HEX4, HEX5;
output [9:0] LED;
wire [17:0] V;
wire [3:0] count, set_count, d;
wire W, sp, R_PS, reset;
randomV vector (R_PS, d, CLK, V);	
timer t (set_count, CLK, count, LED);													 
GM1 G (reset, SW[5:0], count, CLK, V, W); 		
controller CC (V, B1, B2, W, CLK, count, SW[9:0], set_count, R_PS, reset, d, HEX0, HEX1, HEX2, HEX3, HEX4, HEX5);
endmodule
module controller(V, B1, B2, W, CLK, count, SW, set_count, R_PS, reset, d, HEX0, HEX1, HEX2, HEX3, HEX4, HEX5);
input [17:0] V;
input [9:0] SW;
input [3:0] count;
input B1, B2, W, CLK;
output reg R_PS, reset;
output reg [3:0] set_count, d;
output reg [0:6] HEX0, HEX1, HEX2, HEX3, HEX4, HEX5;
parameter [2:0] S0 = 3'd0, S1 = 3'd1, S2 = 3'd2, S3 = 3'd3;
reg cp = 0, ON_c, off_c = 0, slow_clk, SCLK, sp = 0, ON_s, off_s = 0, S = 0, T = 0;
reg [3:0] Hscore_1 = 4'd0, Hscore_2 = 4'd0, Hscore_3 = 4'd0, Hscore_4 = 4'd0, read, x, score = 4'd0;
reg [1:0] PS = S0, NS;
integer count_c = 0;
integer count_s = 0;
always @ (score, PS, SW[7], SW[6])
begin 
	if(score == 4'd0 & PS == S0 & SW[7] == 0 & SW[6] == 0) begin x = 4'd2; d = 4'd1; end 		 
	else if(score == 4'd0 & PS == S0 & SW[7] == 0 & SW[6] == 1) begin x = 4'd4; d = 4'd2; end	 
	else if(score == 4'd0 & PS == S0 & SW[7] == 1 & SW[6] == 0) begin x = 4'd6; d = 4'd3; end  
	else if(score == 4'd0 & PS == S0 & SW[7] == 1 & SW[6] == 1) begin x = 4'd8; d = 4'd4; end  
end
always @ (posedge CLK)
if (count != 0)  off_c = 0;				 
else
begin 
	if (off_c == 0)  ON_c = 1;
	else ON_c = 0;
	if ((ON_c == 1) &&  (count_c <5))  
	begin
	 count_c = count_c +1;
	 cp = 1;
	end
	 else if ( (count_c == 5) && (ON_c == 1)) 
	 begin
	  count_c = 0;
	  cp = 0;
	  off_c = 1;
	 end
end
always @ (posedge CLK)
if (S == 0)  off_s = 0;				 
else
begin 
	if (off_s == 0)  ON_s = 1;
	else ON_s = 0;
	if ((ON_s == 1) &&  (count_s <5))  
	begin
	 count_s = count_s +1;
	 sp = 1;
	end
	 else if ( (count_s == 5) && (ON_s == 1)) 
	 begin
	  count_s = 0;
	  sp = 0;
	  off_s = 1;
	 end
end
always @ (posedge sp)		 
begin
	if(T & d == 1 & Hscore_1 <= score) Hscore_1 = score;
	else if(T & d == 2 & Hscore_2 <= score) Hscore_2 = score;		
	else if(T & d == 3 & Hscore_3 <= score) Hscore_3 = score;
	else if(T & d == 4 & Hscore_4 <= score) Hscore_4 = score;
	else if(!T) score = score + 4'd1; 
	if(T) score = 4'd0;
end
always @ (SW[9], SW[8], Hscore_1, Hscore_2, Hscore_3, Hscore_4)			 
begin
	if(SW[9] == 0 & SW[8] == 0) read = Hscore_1;
	else if(SW[9] == 0 & SW[8] == 1) read = Hscore_2;		
	else if(SW[9] == 1 & SW[8] == 0) read = Hscore_3;
	else if(SW[9] == 1 & SW[8] == 1) read = Hscore_4;
end
always @ (V, PS, cp, SW[9:0], B1, W, score, B2, read, x, count)
begin
	case(PS)
	S0: begin																	 
			set_count = 0;
			R_PS = 0;
			reset = 1;
			S = 0;
			T = 0;
			if(B2)
			begin
				HEX0 = 7'h7E; HEX1 = 7'h7E; HEX2 = 7'h7E; HEX3 = 7'h7E; HEX4 = 7'h7E;
				case (score)  
				0: HEX5 = 7'h01;
				1: HEX5 = 7'h4F;
				2: HEX5 = 7'h12;
				3: HEX5 = 7'h06;
				4: HEX5 = 7'h4C;
				5: HEX5 = 7'h24;
				6: HEX5 = 7'h20;
				7: HEX5 = 7'h0F;
				8: HEX5 = 7'h00;
				9: HEX5 = 7'h04;		
				default: HEX5 = 7'h7F;
				endcase
			end
			else if(!B2) begin
				HEX5 = 7'h42; HEX4 = 7'h7E; HEX2 = 7'h7E; HEX1 = 7'h7E; HEX0 = 7'h7E;
				case (read)  
				0: HEX3 = 7'h01;
				1: HEX3 = 7'h4F;
				2: HEX3 = 7'h12;
				3: HEX3 = 7'h06;
				4: HEX3 = 7'h4C;
				5: HEX3 = 7'h24;
				6: HEX3 = 7'h20;
				7: HEX3 = 7'h0F;
				8: HEX3 = 7'h00;
				9: HEX3 = 7'h04;		
				default: HEX3 = 7'h7F;
				endcase
			end
			if(!B1 & !W) NS = S1; else NS = S0;
		 end	
	S1: begin															 
			set_count = x;  
			R_PS = 1;
			reset = 0;
			case (V[2:0])  
			0: HEX0 = 7'h01;
			1: HEX0 = 7'h4F;
			2: HEX0 = 7'h12;
			3: HEX0 = 7'h06;
			4: HEX0 = 7'h4C;
			5: HEX0 = 7'h24;
			6: HEX0 = 7'h20;
			7: HEX0 = 7'h0F;	
			default: HEX0 = 7'h7F;
			endcase
			case (V[5:3])	 
			0: HEX1 = 7'h01;
			1: HEX1 = 7'h4F;
			2: HEX1 = 7'h12;
			3: HEX1 = 7'h06;
			4: HEX1 = 7'h4C;
			5: HEX1 = 7'h24;
			6: HEX1 = 7'h20;
			7: HEX1 = 7'h0F;		
			default: HEX1 = 7'h7F;
			endcase
			case (V[8:6])	 
			0: HEX2 = 7'h01;
			1: HEX2 = 7'h4F;
			2: HEX2 = 7'h12;
			3: HEX2 = 7'h06;
			4: HEX2 = 7'h4C;
			5: HEX2 = 7'h24;
			6: HEX2 = 7'h20;
			7: HEX2 = 7'h0F;		
			default: HEX2 = 7'h7F;
			endcase
			case (V[11:9])	 
			0: HEX3 = 7'h01;
			1: HEX3 = 7'h4F;
			2: HEX3 = 7'h12;
			3: HEX3 = 7'h06;
			4: HEX3 = 7'h4C;
			5: HEX3 = 7'h24;
			6: HEX3 = 7'h20;
			7: HEX3 = 7'h0F;		
			default: HEX3 = 7'h7F;
			endcase
			case (V[14:12])	 
			0: HEX4 = 7'h01;
			1: HEX4 = 7'h4F;
			2: HEX4 = 7'h12;
			3: HEX4 = 7'h06;
			4: HEX4 = 7'h4C;
			5: HEX4 = 7'h24;
			6: HEX4 = 7'h20;
			7: HEX4 = 7'h0F;		
			default: HEX4 = 7'h7F;
			endcase
			case (V[17:15])	 
			0: HEX5 = 7'h01;
			1: HEX5 = 7'h4F;
			2: HEX5 = 7'h12;
			3: HEX5 = 7'h06;
			4: HEX5 = 7'h4C;
			5: HEX5 = 7'h24;
			6: HEX5 = 7'h20;
			7: HEX5 = 7'h0F;		
			default: HEX5 = 7'h7F;
			endcase
			S = 0;
			T = 0;
			if(W) NS = S2;
			if(cp) NS = S3;
		 end
	S2: begin											 
			set_count = 0;
			R_PS = 0;
			reset = 0;
			HEX0 = 7'h3F; HEX1 = 7'h3F; HEX2 = 7'h3F; HEX3 = 7'h3F; HEX4 = 7'h3F; HEX5 = 7'h3F;				
			S = 1;
			T = 0;
			if(SW[5:0] == 5'd0 & count == 0) NS = S0;
		 end
	S3: begin										 
			set_count = 0;
			R_PS = 0;
			reset = 0;
			HEX0 = 7'h77; HEX1 = 7'h77; HEX2 = 7'h77; HEX3 = 7'h77; HEX4 = 7'h77; HEX5 = 7'h77;								
			S = 1;
			T = 1;
			if(SW[5:0] == 5'd0 & count == 0) NS = S0;
		 end
	default: NS = S0;
	endcase
end
always @ (posedge CLK)			 
begin
	PS <= NS;
end
endmodule
module randomV (R_PS, d, CLK, V);
input R_PS, CLK;
input [3:0] d;
output reg [17:0] V;
reg [3:0] H;
reg [3:0] H0;
reg sclk;
reg [4:0] A = 5'b10000;
reg [3:0] B;
integer count =0;
wire S;
assign S = R_PS;
always @ (posedge CLK)							 
if (count < 50000000) count = count +1; 
else begin
	count = 0;
	sclk = ~sclk;
end
always @ (posedge sclk) 						 
begin
	A <= {A[2]^A[0],A[4:1]};
	if (A[4:1] > 4'b1001) B <= A[4:1] - 10; 
	else 
	begin
		B <= A[4:1];
		case (B)
		0: H0 = 4'd0;
		1: H0 = 4'd1;
		2: H0 = 4'd2;
		3: H0 = 4'd3;
		4: H0 = 4'd4;
		5: H0 = 4'd5;
		6: H0 = 4'd6;
		7: H0 = 4'd7;
		8: H0 = 4'd8;
		9: H0 = 4'd9;
		default: H0 = 4'dx;
		endcase
	end
	if(!S) H = H0; 	 
	if (d == 4'd1)  
	begin
		case(H)
		0: V = 18'o000123;
		1: V = 18'o000132;
		2: V = 18'o000213;
		3: V = 18'o000231;
		4: V = 18'o000321;
		5: V = 18'o000312;
		6: V = 18'o000312;
		7: V = 18'o000132;
		8: V = 18'o000213;
		9: V = 18'o000231;
		default: V = 18'o000123;
		endcase
	end
	else if (d == 4'd2)   
	begin
		case(H)
		0: V = 18'o003421;
		1: V = 18'o001234;
		2: V = 18'o001342;
		3: V = 18'o001432;
		4: V = 18'o002413;
		5: V = 18'o002143;
		6: V = 18'o003124;
		7: V = 18'o003214;
		8: V = 18'o004321;
		9: V = 18'o004213;
		default: V = 18'o001234;
		endcase
	end
	else if (d == 4'd3)  
	begin
		case(H)
		0: V = 18'o012345;
		1: V = 18'o014532;
		2: V = 18'o025143;
		3: V = 18'o021354;
		4: V = 18'o032145;
		5: V = 18'o035241;
		6: V = 18'o042513;
		7: V = 18'o043125;
		8: V = 18'o054312;
		9: V = 18'o051243;
		default: V = 18'o012345;
		endcase
	end
	else if (d == 4'd4)  
	begin
		case(H)
		0: V = 18'o124365;
		1: V = 18'o231546;
		2: V = 18'o254631;
		3: V = 18'o342156;
		4: V = 18'o364521;
		5: V = 18'o465312;
		6: V = 18'o412536;
		7: V = 18'o541236;
		8: V = 18'o654321;
		9: V = 18'o621345;
		default: V = 18'o621345;
		endcase
	end
end
endmodule
module timer(set_count, CLK, count, LED);
input [3:0] set_count;
input CLK;		
output reg [9:0] LED;
output reg [3:0] count = 4'd0;
integer J = 0;
reg SCLK;
always @ (posedge CLK) 				 
	if(J < 25000000) J = J+1; 
else 
begin
	J = 0;
	SCLK = ~SCLK;
end 
always @ (posedge SCLK)				 
begin 
	count <= set_count;
	if(count != 0) count <= count - 4'd1;
end
always @ (count)				 
begin
	case(count)
	10: LED = 10'h3FF;
	9: LED = 10'h1FF;
	8: LED = 10'h0FF;
	7: LED = 10'h07F;
	6: LED = 10'h03F;
	5: LED = 10'h01F;
	4: LED = 10'h00F;
	3: LED = 10'h007;
	2: LED = 10'h003;
	1: LED = 10'h001;
	0: LED = 10'h000;
	default: LED = 10'h111;
	endcase
end
endmodule 
module GM1 (reset, SW, count, CLK, V, W); 
input [5:0] SW; 
input [17:0] V;
input [3:0] count;
input CLK, reset;
output reg W = 0;                  
reg ap, bp, cp, dp, ep, fp, sp;
reg [2:0] Y;
reg [2:0] A=0, B=0, C=0, D=0, E=0, F=0;
wire [17:0] SET;
wire S;
reg slow_clk;
integer j =0;
integer count_a = 0, count_b = 0, count_c = 0, count_d = 0, count_e = 0, count_f = 0, count_s = 0;
reg  ON_a, ON_b, ON_c, ON_d, ON_e, ON_f, ON_s;																			 
reg off_a = 0, off_b = 0, off_c = 0, off_d = 0, off_e = 0, off_f = 0, off_s = 0;
always @ (posedge CLK)						 
if (j < 2800000) j = j+1; 
else begin
j = 0;											
slow_clk = ~ slow_clk;
end
always @ ( posedge slow_clk)
if (SW[0] == 0)  off_a = 0;				 
else
begin 
	if (off_a == 0)  ON_a = 1;
	else ON_a = 0;
	if ((ON_a == 1) &&  (count_a <5))  
	begin
	 count_a = count_a +1;
	 ap = 1;
	end
	 else if ( (count_a == 5) && (ON_a == 1)) 
	 begin
	  count_a = 0;
	  ap = 0;
	  off_a = 1;
	 end
	end
always @ ( posedge slow_clk)
if (SW[1] == 0)  off_b = 0;				 
else
begin 
	if (off_b == 0)  ON_b = 1;
	else ON_b = 0;
	if ((ON_b == 1) &&  (count_b <5))  
	begin
	 count_b = count_b +1;
	 bp = 1;
	end
	 else if ( (count_b == 5) && (ON_b == 1)) 
	 begin
	  count_b = 0;
	  bp = 0;
	  off_b = 1;
	 end
end
always @ ( posedge slow_clk)				 
if (SW[2] == 0)  off_c = 0;
else
begin 
	if (off_c == 0)  ON_c = 1;
	else ON_c = 0;
	if ((ON_c == 1) &&  (count_c <5))  
	begin
	 count_c = count_c +1;
	 cp = 1;
	end
	 else if ( (count_c == 5) && (ON_c == 1)) 
	 begin
	  count_c = 0;
	  cp = 0;
	  off_c = 1;
	 end
end
always @ ( posedge slow_clk)				 
if (SW[3] == 0)  off_d = 0;
else
begin 
	if (off_d == 0)  ON_d = 1;
	else ON_d = 0;
	if ((ON_d == 1) &&  (count_d <5))  
	begin
	 count_d = count_d +1;
	 dp = 1;
	end
	 else if ( (count_d == 5) && (ON_d == 1)) 
	 begin
	  count_d = 0;
	  dp = 0;
	  off_d = 1;
	 end
end
always @ ( posedge slow_clk)				 
if (SW[4] == 0)  off_e = 0;
else
begin 
	if (off_e == 0)  ON_e = 1;
	else ON_e = 0;
	if ((ON_e == 1) &&  (count_e <5))  
	begin
	 count_e = count_e +1;
	 ep = 1;
	end
	 else if ( (count_e == 5) && (ON_e == 1)) 
	 begin
	  count_e = 0;
	  ep = 0;
	  off_e = 1;
	 end
end
always @ ( posedge slow_clk)				 
if (SW[5] == 0)  off_f = 0;
else
begin 
	if (off_f == 0)  ON_f = 1;
	else ON_f = 0;
	if ((ON_f == 1) &&  (count_f <5))  
	begin
	 count_f = count_f +1;
	 fp = 1;
	end
	 else if ( (count_f == 5) && (ON_f == 1)) 
	 begin
	  count_f = 0;
	  fp = 0;
	  off_f = 1;
	 end
end
always @ (A, B, C, D, E, F)
begin
	if(A < F & B < F & C < F & D < F & E < F) Y = F;
	else if(A < E & B < E & C < E & D < E & F < E) Y = E;
	else if(A < D & B < D & C < D & E < D & F < D) Y = D;		
	else if(A < C & B < C & E < C & D < C & F < C) Y = C;		 
	else if(A < B & E < B & C < B & D < B & F < B) Y = B;
	else if(E < A & B < A & C < A & D < A & F < A) Y = A;
	else Y = A; 
end
always @ (posedge ap or posedge reset)
begin
	if(reset) A = 0; else A = Y + 3'b001;						 
end
always @ (posedge bp or posedge reset)
begin
	if(reset) B = 0; else B = Y + 3'b001;						 
end
always @ (posedge cp or posedge reset)
begin
	if(reset) C = 0; else C = Y + 3'b001;						 
end
always @ (posedge dp or posedge reset)
begin
	if(reset) D = 0; else D = Y + 3'b001;						 
end
always @ (posedge ep or posedge reset)
begin
	if(reset) E = 0; else E = Y + 3'b001; 						 
end
always @ (posedge fp or posedge reset)
begin
	if(reset) F = 0; else F = Y + 3'b001;						 
end
assign SET = {F,E,D,C,B,A};
assign S = (SET[17:0] == V[17:0]);					 
always @ ( posedge CLK or negedge S)
if (S == 0)  off_s = 0;								 
else														 
begin 
	if (off_s == 0)  ON_s = 1;
	else ON_s = 0;
	if ((ON_s == 1) &&  (count_s <5))  
	begin
	 count_s = count_s +1;
	 sp = 1;
	end
	 else if ( (count_s == 5) && (ON_s == 1)) 
	 begin
	  count_s = 0;
	  sp = 0;
	  off_s = 1;
	 end
	end
always @ (posedge sp or posedge reset)
begin
	if(reset) W = 0;
	else if(count != 0) W = 1; 			 
end												 
endmodule 
==> flow/run.sh <==
#!/bin/bash
# OpenROAD 26Q1-2900-gdf79404cd8, Yosys 0.63+post, stock flow scripts
make -C /OpenROAD-flow-scripts/flow DESIGN_CONFIG=/design/flow/config.mk WORK_HOME=/design/flow/orfs finish
==> flow/config.mk <==
export PLATFORM = sky130hd
export DESIGN_NAME = Game_trinity
export DESIGN_NICKNAME = Game_trinity
export VERILOG_FILES = /design/flow/design.v
export SDC_FILE = /design/flow/constraint.sdc
export NUM_CORES = 4
export LEC_CHECK = 1
export CORE_UTILIZATION = 30
==> flow/constraint.sdc <==
current_design Game_trinity

set clk_period 7.0
set clk_io_pct 0.2

create_clock -name clk0 -period $clk_period [get_ports {CLK}]

set non_clock_inputs [all_inputs -no_clocks]
set_input_delay [expr $clk_period * $clk_io_pct] -clock clk0 $non_clock_inputs
set_output_delay [expr $clk_period * $clk_io_pct] -clock clk0 [all_outputs]
==> Flow_metrics.wiki <==
== Implementation results ==
{| class="wikitable"
! Metric !! Value
|-
| Post-layout instance area || about 32000 um^2
|-
| Clock latency (worst-skew pair) || 0.52 ns
|-
| Pwr per Cell Area || around 73 nW/um^2
|-
| Clock-pin slew reported for the worst setup and hold paths after clock tree synthesis || ~0.060 ns
|-
| Cell seen most often among critical-path stages || clkdlybuf4s50_1
|-
| Sort of element at the start of the critical path || primary input
|-
| Overall via count from detail_route || 21100
|-
| Fraction of final layout cells with drive strength greater than 1 || 0.0435
|-
| Cell count after placement || between 4000 and 5000
|-
| Most common reg cell || edfxtp_1
|-
| Site row count || ~110
|-
| Gate Area || between 10000 and 15000 um^2
|-
| Cts hold-fix bufs || 0
|-
| Tally of unique sky130hd cells used after synthesis || 100
|-
| Resized cells post-CTS || 0
|-
| Total congestion overflow after global routing || 0
|-
| Minimum clock period || roughly 5.6 ns
|-
| Detailed placer's ending HPWL || around 44000 um
|-
| Antenna-violating nets left || 0
|-
| Leakage power total || about 11 nW
|-
| Max FO, Critical Path || 6
|-
| Core Util, Final || 0.333
|-
| Internal power || ~1.8 mW
|-
| Area of the die || between 90000 and 100000 um^2
|-
| Setup violations, final || 0
|-
| Per-cell via count in the routed design || slightly below 5
|-
| Y dimension of the die || about 320 um
|-
| Synthesized chip area reported by yosys || slightly below 30000 um^2
|-
| Hold Fails Final Rpt || 0
|-
| Flip-flop and latch area || around 14000 um^2
|-
| Yosys warnings || 4
|-
| FILL cells || about 9800
|-
| Critical path data arrival time || ~4.2 ns
|-
| Commonest Layout Cell || nor2_1
|-
| Core Util at FP || 0.304
|-
| H-Tree Level Count || 1
|-
| Critical Path Sink Type || output pin
|-
| Post-Syn Area per Cell || approximately 9.7 um^2
|-
| Delay of the slowest cell on the worst path || 0.62 ns
|-
| Area added between synthesis and finish || 9.57%
|-
| Wire length of the first global-routing pass || between 100000 and 150000 um
|-
| Wire length per cell after detailed routing || 14.2 um
|-
| Worst Max-Slew Pin Slew || ~0.84 ns
|-
| Worst hold-check slack || 0.436 ns
|-
| DR pass1 iterations || 5
|-
| TritonCTS clock tree || done
|-
| Part of the power in the clock network || 0.446
|-
| Unrepaired setup endpoints after global routing || no
|-
| DP Area || 31700 um^2
|-
| Worst slew slack as a fraction of its limit || 0.440
|-
| Class of the tightest hold or removal check || register to register
|-
| Tcrit/Tclk final || 0.806
|-
| Chip width || approximately 320 um
|-
| Result of the run || finished, final reports clean
|-
| Critical path buffer and inverter count || 3
|-
| Leading cell types in the layout, fill and taps excluded || nor2_1 (508), edfxtp_1 (334), xor2_1 (217)
|-
| Cell Chain, Critical Path || clkdlybuf4s50_1 > mux4_2 > dlxtn_1 > inv_1 > ha_1 > a211oi_1 > a2111oi_0 > o21ai_0 > clkdlybuf4s50_1
|-
| Via count of the first global-routing pass || 19900
|-
| Synthesized area || about 30000 um^2
|-
| Number of buffers inserted to repair setup after CTS || 0
|-
| Endpoints left unconstrained || 577
|-
| Register pins left without a clock || roughly 330
|-
| Tally of OpenROAD warnings || slightly below 90
|-
| Sum of negative setup slack || 0 ns
|-
| Total clock buffers created by CTS || 21
|-
| Diodes inserted || 0
|-
| Maximum clock frequency || 0.177 GHz
|-
| Maximum buffer depth of the clock tree || 3
|-
| Cell count listed in synth_stat.txt || 3031
|-
| Number of register bits inferred by synthesis || between 500 and 600
|-
| Non-filler cells in the finished layout || ~4400
|-
| Number of top-level design ports || approximately 65
|-
| Worst Path Required || about 5.6 ns
|-
| Post-synth tally of flip-flops with integrated enable || ~330
|-
| Top Family by Delay on Critical Path || buffers and inverters
|-
| Clock skew || 0.0111 ns
|-
| Initial DRC Count || about 1600
|-
| Maximum number of pins on one net before global-route repair || a little under 200
|-
| Share of async-settable or async-resettable flops after synthesis || 0.0373
|-
| Switching fraction of total power || 0.215
|-
| Gate Count Post-Synth || 3031
|-
| Clk root buf || clkbuf_16
|-
| Gr usage total || 0.129
|-
| Number of max-slew violations in the final report || 0
|-
| Fraction of power consumed by sequential logic || 0.530
|-
| Total of buffers placed on input and output ports || around 64
|-
| DRC || 0
|-
| Number of max-cap violations || 0
|-
| Routability congestion estimate || slightly above 0.9
|-
| Share of total power in combinational logic || 0.024
|-
| Class of the most critical setup path || primary input to output pin
|-
| Number of antenna violations at the first check in global routing || 4
|-
| Crit-path slowest cell || clkdlybuf4s50_1
|-
| Drt total wl || just over 60000 um
|-
| Core area || 97100 um^2
|-
| Power spent charging and discharging nets || between 0.5 and 0.6 mW
|-
| Maximum vdd ir drop || about 0.12 mV
|}
-- cell usage after synthesis, drive strengths merged (9+ instances only) --
master	instances	area [um^2]
dfxtp	173	3460
and4	27	236
nand2b	28	178
inv	132	495
edfxtp	334	10000
nand4	100	626
a211oi	10	97.6
a21oi	84	424
nor2b	29	181
mux2i	22	220
nor3	66	335
xnor2	136	1190
nand3	167	836
or2	9	56.3
nor4	86	544
nand2	200	758
a2111oi	9	98.8
dfrtp	20	500
o211ai	16	135
a21o	12	90.1
o21ai	85	444
a31oi	18	113
xor2	217	1900
nor2	509	1910
or3	28	180
clkbuf	72	270
ha	145	1810
and3	75	474
o21bai	11	82.6
o21a	31	240
and2	36	225
dlxtn	9	135
buf	17	119
-- power groups by stage --
stage     clock network (mW)  registers (mW)  logic (mW)
5_1_grt                 1.13            1.25      0.0623
6_report                1.05            1.25      0.0560
4_1_cts                 1.09            1.25      0.0573
-- cell type report --
| type | count | share of cell area |
|---|---|---|
| clock buffers | 30 | 0.0179 |
| clock inverters | 7 | 0.00131 |
| inverters | 133 | 0.0154 |
| multi-input cells | 2276 | 0.451 |
| flip-flops and latches | 536 | 0.437 |
| well taps | 1276 | 0.0493 |
| repair buffers | 99 | 0.0283 |
-- cell families (layout without fill, tap and decap cells) --
logic type | after synthesis | in the layout | synth area share
simple gates | 1396 | 1396 | 0.231
compound gates | 344 | 344 | 0.0802
mux | 34 | 34 | 0.0137
buf+inv | 222 | 269 | 0.0301
xor+xnor | 353 | 353 | 0.105
latches | 9 | 9 | 0.00458
other cells | 1 | 4 | 0.000127
fa+ha+maj | 145 | 145 | 0.0614
flops | 527 | 527 | 0.474
-- tightest hold or removal path, delay by kind of cell, from the launching register on --
kind / cells / cell delay, ns
AOI/OAI and AO/OA: 1 / 0.03
DFF: 1 / 0.32
buffers and inverters: 1 / 0.05
-- through the flow --
step / setup WS (ns) / total power [mW]
after global routing: 1.17 / 2.44
after floorplan: 2.67 / 1.30
after detailed placement: 1.35 / 1.33
final: 1.36 / 2.35
after CTS: 1.34 / 2.40
after global placement: 1.32 / 1.33
-- routing by layer --
metal  vias to the layer above  GRT usage  share of wire
li1                      10800          -              -
met1                      9882      0.203           0.49
met2                       387      0.192           0.43
met3                        53     0.0279          0.062
met4                         2     0.0186          0.018
met5                         -          0        0.00021
-- path summary, 6_finish.rpt --
check / from / to / slack, ns / depth (start not counted)
setup / recovery: SW[8] / HEX3[4] / 1.36 / 9
hold / removal: G.j[31] / G.j[31] / 0.44 / 2
setup reg to reg: CC.count_c[4] / CC.count_c[24] / 4.55 / 7
hold reg to reg: G.j[31] / G.j[31] / 0.44 / 2
Power and IR drop assume default switching activity.
